## /design/flow/design.v

```verilog
`timescale 1ns / 1ps
module clk_divider(clock_in, clock_out);
input clock_in;
output reg clock_out = 1'b0;
reg[1:0] counter = 2'd0;
always @ (posedge clock_in) begin
    counter <= counter + 1;
    if(counter == 2'b01) begin
        clock_out <= ~clock_out;  
        counter <= 0;
    end
end
endmodule
`timescale 1ns / 1ps
module debouncer(input button, clk, output reg clean);
    reg [21:0] counter;
    wire tc;
    always @ (posedge clk) begin
        if(~button)
            counter <= 22'b0000000000000000000000;
        else
            counter <= counter + 22'b0000000000000000000001;
    end
    assign tc = (counter == 22'b1111111111111111111111);
    always @ (posedge clk) begin
        if(~tc)
            clean <= 1'b0;
        else if(tc)
            clean <= 1'b1;
    end
endmodule
`timescale 1ns / 1ps
module fsm(
    input clk, rst,
    input nb, db,  
    output reg s,
    output reg r  
    );
    reg [2:0] PS, NS;
    parameter s0 = 0, s5 = 1, s10 = 2, s15 = 3, s20 = 4, s25 = 5, s30 = 6;
    always @(posedge clk or posedge rst) begin
        if(rst)
            PS <= s0;
        else
            PS <= NS;
    end
    always @(*) begin
        NS <= PS;
        s <= 1'b0;
        r <= 1'b0;
        case(PS)
            s0: begin  
                if(db) 
                    NS <= s10;
                else if(nb)  
                    NS <= s5;
            end
            s5: begin   
                if(db)  
                    NS <= s15;
                else if(nb)  
                    NS <= s10;  
            end
            s10: begin  
                if(db)  
                    NS <= s20;
                else if(nb)  
                    NS <= s15; 
            end
            s15: begin  
                if(db)  
                    NS <= s25;
                else if(nb)  
                    NS <= s20; 
            end
            s20: begin  
                if(db)  
                    NS <= s30;
                else if(nb)  
                    NS <= s25; 
            end
            s25: begin  
                s <= 1'd1;
            end
            s30: begin  
                r <= 1'd1;
                s <= 1'd1;
            end
        endcase
    end
endmodule
`timescale 1ns / 1ps
module vending_machine(
    input clk, rst,
    input nb, db, 
    output s,
    output r
    );
    wire clock_out;
    wire nbd, dbd;
    fsm fsm(.clk(clock_out), .rst(rst), .nb(nbd), .db(dbd), .s(s), .r(r));
    clk_divider clk_divider(clk, clock_out);
    debouncer debouncer_nb(.button(nb), .clk(clock_out), .clean(nbd));
    debouncer debouncer_db(.button(db), .clk(clock_out), .clean(dbd));
endmodule
```

## /design/flow/run.sh

```bash
#!/bin/bash
# OpenROAD 26Q1-2900-gdf79404cd8, Yosys 0.63+post, stock flow scripts
make -C /OpenROAD-flow-scripts/flow DESIGN_CONFIG=/design/flow/config.mk WORK_HOME=/design/flow/orfs finish
```

## /design/flow/config.mk

```make
export PLATFORM = sky130hd
export DESIGN_NAME = vending_machine
export DESIGN_NICKNAME = vending_machine
export VERILOG_FILES = /design/flow/design.v
export SDC_FILE = /design/flow/constraint.sdc
export NUM_CORES = 4
export LEC_CHECK = 1
export CORE_UTILIZATION = 50
```

## /design/flow/constraint.sdc

```tcl
current_design vending_machine

set clk_period 2.7
set clk_io_pct 0.2

create_clock -name clk0 -period $clk_period [get_ports {clk}]

set non_clock_inputs [all_inputs -no_clocks]
set_input_delay [expr $clk_period * $clk_io_pct] -clock clk0 $non_clock_inputs
set_output_delay [expr $clk_period * $clk_io_pct] -clock clk0 [all_outputs]
```

==> impl_metrics.env <==
# flow metrics
export IMPL_first_pass_iters=6
export IMPL_cpLargestDelayFamily="flip-flops"
export IMPL_antenna_found_initial=0
export IMPL_fmax_mhz=1190
export IMPL_seqPwrFrac_pct=24.7
export IMPL_yosysWarnings=3
export IMPL_clock_latency_ns=0.21
export IMPL_max_slew_worst_pin_slew_ns=0.635
export IMPL_layout_top_cell="dfxtp_1"
export IMPL_synthesis_instances=263
export IMPL_grt_pass1_wl_mm=6.36
export IMPL_async_flop_share_pct=12.5
export IMPL_drc=0
export IMPL_tns_ns=0
export IMPL_period_used_pct=31.3
export IMPL_switching_share_pct=20.1
export IMPL_cp_required_ns=2.61
export IMPL_pre_cts_slack_ns=1.89
export IMPL_grt_start_max_net_pins=54
export IMPL_cts_tree="done"
export IMPL_cts_root_buf="clkbuf_8"
export IMPL_rows=24
export IMPL_cts_resized=0
export IMPL_ant_nets=0
export IMPL_die_h_um=70.9
export IMPL_gr_total_overflow=0
export IMPL_htreeDepth=1
export IMPL_powerDensity_nw_per_um2=76.1
export IMPL_intPower_uw=152
export IMPL_numSynthFlops=56
export IMPL_clk_pin_slew_worst_paths_ns=0.03
export IMPL_warnings=25
export IMPL_core_area_um2=4440
export IMPL_hold_buffers=0
export IMPL_crit_fanout=3
export IMPL_die_x_um=70.9
export IMPL_syn_to_final_growth_pct=5.65
export IMPL_num_antenna_cells=0
export IMPL_layout_setup_ws_ns=1.86
export IMPL_untimed_endpoints=55
export IMPL_crit_buf_inv=0
export IMPL_crit_slowest_cell="dfxtp_1"
export IMPL_power_leakage_uw=0.000860
export IMPL_yosysSeqAreaShare_pct=49.2
export IMPL_crit_chain="ha_1"
export IMPL_edf_count=1
export IMPL_cp_arrival_ns=0.76
export IMPL_cts_buffer_depth=2
export IMPL_unclocked_pins=53
export IMPL_status="finished clean"
export IMPL_die_area_um2=5020
export IMPL_critical_path_max_stage_delay_ns=0.34
export IMPL_yosys_cells=263
export IMPL_p_sw_uw=38.2
export IMPL_cts_made_buffers=3
export IMPL_port_buffers=5
export IMPL_synth_cell_types=33
export IMPL_initCoreUtil_pct=53.4
export IMPL_rsz0062_at_grt="false"
export IMPL_cts_setup_buffers=0
export IMPL_place_congestion=0.763
export IMPL_start_kind="flop"
export IMPL_viasPerCell=5.43
export IMPL_critPathCaptureType="flop"
export IMPL_cap_violations=0
export IMPL_hpwl_mm=2.56
export IMPL_wl_mm=3.52
export IMPL_whs_ns=0.427
export IMPL_vias=1715
export IMPL_p_clk_share_pct=66.0
export IMPL_pwr_share_comb_pct=9.3
export IMPL_peakVddDrop_v=0.000269
export IMPL_grt_pass1_vias=1462
export IMPL_io_pins=6
export IMPL_track_usage_pct=15.5
export IMPL_syn_area_um2=2370
export IMPL_hold_violations=0
export IMPL_ys_chip_area_um2=2370
export IMPL_drt_iter0_markers=73
export IMPL_layout_drive_gt1_share_pct=5.30
export IMPL_critPathKind="reg -> reg"
export IMPL_ff_type="dfxtp_1"
export IMPL_hp_class="reg -> reg"
export IMPL_avgSynthCellArea_um2=9.02
export IMPL_relSlewSlack_pct=57.6
export IMPL_wl_per_cell_um=11.1
export IMPL_min_period_ns=0.844
export IMPL_layout_cells_most_common_list="48 x dfxtp_1, 26 x nor2_1, 20 x o21ai_0, 19 x a21oi_1, 18 x nand2_1"
export IMPL_slew_violations=0
export IMPL_setup_viol=0
export IMPL_fin_skew_ns=0.000683
[layout make-up]
cell class              instances  area, um2
well taps                      52       65.1
fillers                       393       1940
inverters                      11       41.3
repair buffers                  6       57.6
multi-input cells             187       1130
flip-flops and latches         56       1170
clock buffers                   4       45.0
[stage by stage]
stage	utilization, %	instances	area, um2	total power, uW
2_1_floorplan	-	263	2370	58.7
3_3_place_gp	55.3	312	2460	66.0
3_5_place_dp	55.3	312	2460	66.1
4_1_cts	56.4	316	2500	194
5_1_grt	56.4	316	2500	202
6_report	56.4	316	2500	191
[registers in the layout, indices dropped and copies added (netlist names)]
register,cells
debouncer_nb.counter,22
fsm.PS,7
debouncer_db.clean,1
debouncer_db.counter,22
clk_divider.counter,2
debouncer_nb.clean,1
clk_divider.clock_out,1
[power by group through the flow]
stage	Combinational, uW	Clock (uW)	Sequential [uW]
CTS	18.5	128	47.0
global route	20.2	135	47.0
finish	17.8	126	47.0
[per-layer routing]
metal	part of all wire, %	track usage [%]
met1	57	28.6
met2	43	22.6
met3	0.28	0.289
met4	0	0.444
met5	0	0
[Yosys cell counts, types with 2 or more instances]
cell type,instances,area share (%)
dfxtp_1,48,41
nor2_1,26,4.1
o21ai_0,20,4.2
a21oi_1,19,4.0
nand2_1,18,2.8
or3_1,16,4.2
nand3_1,15,3.2
xnor2_1,14,5.2
inv_1,11,1.7
clkbuf_1,9,1.4
nand4_1,8,2.1
nor4_1,8,2.1
and3_1,7,1.8
xor2_1,7,2.6
dfrtp_1,6,6.3
mux2i_1,5,2.1
nor3_1,4,0.84
ha_1,3,1.6
or4_4,3,1.4
and2_1,2,0.53
and4_1,2,0.74
[worst paths after layout]
kind	depth (start not counted)	start	endpoint	slack (ns)
setup / recovery	1	clk_divider.counter[0]	clk_divider.clock_out	1.86
hold / removal	1	clk_divider.counter[0]	clk_divider.counter[0]	0.43
setup reg to reg	1	clk_divider.counter[0]	clk_divider.clock_out	1.86
hold reg to reg	1	clk_divider.counter[0]	clk_divider.counter[0]	0.43
[cells by family (layout without fill, tap and decap cells)]
| family | Yosys count | count (layout) | share of synthesized area (%) |
|---|---|---|---|
| buf+inv | 20 | 21 | 3.17 |
| compound gates | 40 | 40 | 8.55 |
| xor+xnor | 21 | 21 | 7.76 |
| flops | 56 | 56 | 49.2 |
| fa+ha+maj | 3 | 3 | 1.58 |
| mux | 5 | 5 | 2.11 |
| simple gates | 118 | 118 | 27.6 |
Power figures rest on the tool's default switching activity, not on a simulated workload.
